File: design/flow/design.v
module top (
    input CLK,     
    output PIN_12,    
    output PIN_13,    
    output PIN_14,    
    output PIN_15,    
    output USBPU   
);
    assign USBPU = 0;
    reg [25:0] blink_counter;
    wire [31:0] blink_pattern0 = 32'b101010001110111011100010101;
    wire [31:0] blink_pattern1 = 32'b101010101010111011100010101;
    wire [31:0] blink_pattern2 = 32'b101010001110111001100110101;
    wire [31:0] blink_pattern3 = 32'b101010001110111010101010101;
    always @(posedge CLK) begin
        blink_counter <= blink_counter + 1;
    end
    assign PIN_12 = blink_pattern0[blink_counter[25:21]];
    assign PIN_13 = blink_pattern1[blink_counter[25:21]];
    assign PIN_14 = blink_pattern2[blink_counter[25:21]];
    assign PIN_15 = blink_pattern3[blink_counter[25:21]];
endmodule
File: design/flow/config.mk
export PLATFORM = sky130hd
export DESIGN_NAME = top
export DESIGN_NICKNAME = top
export VERILOG_FILES = /design/flow/design.v
export SDC_FILE = /design/flow/constraint.sdc
export NUM_CORES = 4
export LEC_CHECK = 1
export CORE_AREA = 10 10 87 87
export DIE_AREA = 0 0 97 97
File: design/flow/constraint.sdc
current_design top

set clk_period 4.6
set clk_io_pct 0.2

create_clock -name clk0 -period $clk_period [get_ports {CLK}]

set non_clock_inputs [all_inputs -no_clocks]
set_input_delay [expr $clk_period * $clk_io_pct] -clock clk0 $non_clock_inputs
set_output_delay [expr $clk_period * $clk_io_pct] -clock clk0 [all_outputs]
File: design/flow/run.sh
#!/bin/bash
# OpenROAD 26Q1-2900-gdf79404cd8, Yosys 0.63+post, stock flow scripts
make -C /OpenROAD-flow-scripts/flow DESIGN_CONFIG=/design/flow/config.mk WORK_HOME=/design/flow/orfs finish
==> CHANGELOG.md <==
### Changed

- Cell with the most instances after synthesis: dfxtp_1
- # Cells Yosys: 125
- Distinct lib cells used: 35
- Top flop regs: blink_counter (26)
- HP Start: blink_counter[0]
- CTS tree: built
- Final core utilization: 23.31%
- Internal power: 0.3012 mW
- Flop-to-flop setup slack: 2.84 ns
- Global-route wire length before repair: 3401 um
- CTS Buffer Depth: 2
- Number of antenna violations at the first check in global routing: 0
- Comb area leader: simple AND/OR/NAND/NOR gates
- Number of flip-flops under the largest register name: 26
- Die X: 97 um
- # DRC: 0
- Gate Count Post-Synth: 125
- Run status: finished, final reports clean
- Fmax: 349.3 MHz
- Post-route minimum period: 2.863 ns
- Final instance area: 1315 um^2
- Yosys xor share: 18.01%
- Post-synth ARST share: 0%
- Final cell count without fillers: 198
- Final setup TNS: 0 ns
- Clock transition at path regs: 0.09 ns
- Final Slew Violations: 0
- Setup-failing EPs final: 0
- Hpwl dp: 1228 um
- Worst Hold Class: flip-flop to flip-flop
- CP Max Fanout: 11
- Crit end category: output pin
- Std cell rows: 27
- Worst r2r src: blink_counter[0]
- Hold Crit Depth: 1
- Final Hold Viols: 0
- Leakage: 0.4656 nW
- Initial DRC count: 36
- Routability-driven placement congestion ratio: 0.7789
- Core area: 5642 um^2
- Crit path arrival time: 1.94 ns
- # diodes: 0
- Peak VDD IR: 0.1837 mV
- GRT overflow: 0
- Sw frac: 18.57%
- Final WL: 1764 um
- Post-synth seq share: 44.59%
- Synth-to-layout area growth: 12.65%
- Area fraction in mux cells: 0%
- CTS hold repair buffers: 0
- FF-to-FF End: blink_counter[22]
- Max-cap check violation count: 0
- Avg Cell Area, Syn: 9.339 um^2
- Unrepaired setup endpoints after global routing: no
- Vias in the first global route: 759
- Switching pwr: 0.06871 mW
- Clk pwr share: 39.2%
- Top_reg_cell synth: dfxtp_1
- Synth area leader: dfxtp_1
- Postcts setup bufs: 0
- Yosys simple share: 25.19%
- Type of origin of the critical path: flip-flop
- Wirelength per Cell: 8.909 um
- Fin Clk Skew: 0.001277 ns
- Main area contributors: dfxtp_1 (45%), xnor2_1 (9.0%), xor2_1 (9.0%)
- FP Core Util: 20.69%
- Hold WS: 0.4344 ns
- Vias/cell: 3.990
- Setup CP Type: flip-flop to output pin
- IO buf count: 4
- Complex Gates by Area: 6.967%
- Full die area: 9409 um^2
- Root Buffer Master: clkbuf_8
- Yosys Chip Area: 1167 um^2
- Tcrit/Tclk final: 62.23%
- R2R cell count: 5
- Chip height: 97 um
- H-Tree Depth: 1
- Antenna-violating nets left: 0
- Power, Total: 0.3699 mW
- Num CTS Buffers: 3
- Post-Syn Area: 1167 um^2
- Post-synth EDFFs: 0
- Placed cell count: 194
- Clock Sinks: 26
- Power per Cell Area: 281.3 nW/um^2
- CTS resizes: 0
- Reg with most FFs: blink_counter
- Combinational power share: 0%
- Ys flops: 26
- DP Worst Slack: 2.044 ns
- Overall Global Routing Usage: 3.998%
- Crit path DRT: 3.68 ns
- Placed Area: 1260 um^2
- Number of logged tool warnings: 25
- Final worst slack: 1.737 ns
- Largest net degree at the start of global routing: 15
- Synth warn: 1
- WHS Endpoint: blink_counter[0]
- Initial DRT Pass Iterations: 4
- Via count: 790
- Part of the power in registers: 60.8%
- Clk latency late pin: 0.26 ns
- Top cells by count: dfxtp_1 (26), nand2_1 (13), xnor2_1 (12), xor2_1 (12), nor2_1 (8)
- I/O pin count: 6
- Post-synthesis adder-cell area fraction: 1.072%
- Layout cells sized above 1: 6.349%
- Area share, top type: 44.59%
[worst max-delay path, stage by stage, from the launching register on]
cell and delay [ns]:
dfxtp_1 0.54, nor2_1 0.13, a21o_1 0.19, a222oi_1 0.28, clkdlybuf4s50_1 0.53
[layout make-up]
cell class / count / area (um^2)
fill: 587 / 4327
multi-input combinational: 90 / 601.8
sequential: 26 / 520.5
tap: 72 / 90.09
clock buffer: 4 / 55.05
timing repair buffer: 4 / 40.04
inverter: 2 / 7.507
[power by group through the flow]
stage | Sequential, mW | Combinational [mW] | Clock, mW
finish | 0.225 | 0.0000371 | 0.145
global route | 0.225 | 0.0000869 | 0.160
CTS | 0.225 | 0.0000656 | 0.151
[per-layer routing]
layer	global-route usage, %	part of all wire [%]
met1	5.589	54
met2	5.726	38
met3	1.719	6.3
met4	0.4510	1.2
met5	0	0
[cell families after synthesis]
kind of cell,after synthesis
other cells,1
fa+ha+maj,1
simple gates,53
xor+xnor,24
buf+inv,9
flops,26
compound gates,11
[cell usage in the layout, fill, tap and decap left out, drive strengths merged, types with 2 or more instances in the layout]
| cell type | instances |
|---|---|
| inv | 2 |
| xor2 | 12 |
| xnor2 | 12 |
| nor3 | 6 |
| dfxtp | 26 |
| a211oi | 2 |
| clkbuf | 4 |
| nor4 | 2 |
| nand3 | 7 |
| nor2 | 8 |
| or3 | 2 |
| nand2 | 13 |
| clkdlybuf4s50 | 4 |
| and4 | 3 |
| nand4 | 7 |
[worst max-delay path by stage]
stage                  from      to
4_1_cts   blink_counter[24]  PIN_14
5_1_grt   blink_counter[24]  PIN_12
6_report  blink_counter[24]  PIN_12
No activity file was given, so power comes from the tool's default toggle rates.

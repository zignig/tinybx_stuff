--- /design/flow/design.v ---
(* \nmigen.hierarchy  = "loopback" *)
(* top =  1  *)
(* generator = "nMigen" *)
module loopback(rx, clk, rst, tx);
  wire \$1 ;
  wire \$3 ;
  wire \$5 ;
  (* src = "uart.py:312" *)
  reg [7:0] \$next\data ;
  (* src = "uart.py:311" *)
  reg \$next\empty ;
  (* src = "uart.py:313" *)
  reg \$next\rx_strobe ;
  (* src = "uart.py:314" *)
  reg \$next\tx_strobe ;
  (* src = "uart.py:21" *)
  reg \$next\uart_rx_ack ;
  (* src = "uart.py:74" *)
  reg [7:0] \$next\uart_tx_data ;
  (* src = "uart.py:75" *)
  reg \$next\uart_tx_ready ;
  (* src = "/usr/local/lib/python3.6/dist-packages/nmigen-0.1-py3.6.egg/nmigen/hdl/ir.py:330" *)
  input clk;
  (* init = 8'h00 *)
  (* src = "uart.py:312" *)
  reg [7:0] data = 8'h00;
  (* init = 1'h1 *)
  (* src = "uart.py:311" *)
  reg empty = 1'h1;
  (* src = "/usr/local/lib/python3.6/dist-packages/nmigen-0.1-py3.6.egg/nmigen/hdl/ir.py:330" *)
  input rst;
  (* src = "uart.py:369" *)
  input rx;
  (* src = "uart.py:313" *)
  wire rx_strobe;
  (* src = "uart.py:368" *)
  output tx;
  (* src = "uart.py:314" *)
  wire tx_strobe;
  (* src = "uart.py:21" *)
  wire uart_rx_ack;
  (* src = "uart.py:19" *)
  wire [7:0] uart_rx_data;
  (* src = "uart.py:20" *)
  wire uart_rx_ready;
  (* src = "uart.py:76" *)
  wire uart_tx_ack;
  (* src = "uart.py:74" *)
  wire [7:0] uart_tx_data;
  (* src = "uart.py:75" *)
  wire uart_tx_ready;
  assign \$1  = uart_rx_ready & (* src = "uart.py:317" *) empty;
  assign \$3  = ~ (* src = "uart.py:318" *) empty;
  assign \$5  = uart_tx_ack & (* src = "uart.py:318" *) \$3 ;
  always @(posedge clk)
      empty <= \$next\empty ;
  always @(posedge clk)
      data <= \$next\data ;
  uart uart (
    .clk(clk),
    .rst(rst),
    .rx(rx),
    .rx_ack(uart_rx_ack),
    .rx_data(uart_rx_data),
    .rx_ready(uart_rx_ready),
    .tx(tx),
    .tx_ack(uart_tx_ack),
    .tx_data(uart_tx_data),
    .tx_ready(uart_tx_ready)
  );
  always @* begin
    \$next\rx_strobe  = 1'h0;
    \$next\rx_strobe  = \$1 ;
  end
  always @* begin
    \$next\tx_strobe  = 1'h0;
    \$next\tx_strobe  = \$5 ;
  end
  always @* begin
    \$next\uart_rx_ack  = 1'h0;
    \$next\uart_rx_ack  = rx_strobe;
  end
  always @* begin
    \$next\uart_tx_data  = 8'h00;
    \$next\uart_tx_data  = data;
  end
  always @* begin
    \$next\uart_tx_ready  = 1'h0;
    \$next\uart_tx_ready  = tx_strobe;
  end
  always @* begin
    \$next\data  = data;
    casez (rx_strobe)
      1'h1:
          \$next\data  = uart_rx_data;
    endcase
    casez (rst)
      1'h1:
          \$next\data  = 8'h00;
    endcase
  end
  always @* begin
    \$next\empty  = empty;
    casez (rx_strobe)
      1'h1:
          \$next\empty  = 1'h0;
    endcase
    casez (tx_strobe)
      1'h1:
          \$next\empty  = 1'h1;
    endcase
    casez (rst)
      1'h1:
          \$next\empty  = 1'h1;
    endcase
  end
  assign uart_tx_ready = \$next\uart_tx_ready ;
  assign uart_tx_data = \$next\uart_tx_data ;
  assign uart_rx_ack = \$next\uart_rx_ack ;
  assign tx_strobe = \$next\tx_strobe ;
  assign rx_strobe = \$next\rx_strobe ;
endmodule
(* \nmigen.hierarchy  = "loopback.uart.rx" *)
(* generator = "nMigen" *)
module rx(rx_ack, rx_data, rst, clk, rx, rx_ready);
  wire \$1 ;
  wire \$10 ;
  wire \$12 ;
  wire \$14 ;
  wire \$16 ;
  wire [3:0] \$18 ;
  wire [3:0] \$19 ;
  wire \$3 ;
  wire [11:0] \$5 ;
  wire [11:0] \$6 ;
  wire \$8 ;
  (* src = "/usr/local/lib/python3.6/dist-packages/nmigen-0.1-py3.6.egg/nmigen/hdl/dsl.py:244" *)
  reg [2:0] \$next\fsm_state ;
  (* src = "uart.py:37" *)
  reg [2:0] \$next\rx_bitno ;
  (* src = "uart.py:28" *)
  reg [10:0] \$next\rx_counter ;
  (* src = "uart.py:19" *)
  reg [7:0] \$next\rx_data ;
  (* src = "uart.py:22" *)
  reg \$next\rx_error ;
  (* src = "uart.py:20" *)
  reg \$next\rx_ready ;
  (* src = "uart.py:29" *)
  reg \$next\rx_strobe ;
  (* src = "/usr/local/lib/python3.6/dist-packages/nmigen-0.1-py3.6.egg/nmigen/hdl/ir.py:330" *)
  input clk;
  (* init = 3'h0 *)
  (* src = "/usr/local/lib/python3.6/dist-packages/nmigen-0.1-py3.6.egg/nmigen/hdl/dsl.py:244" *)
  reg [2:0] fsm_state = 3'h0;
  (* src = "/usr/local/lib/python3.6/dist-packages/nmigen-0.1-py3.6.egg/nmigen/hdl/ir.py:330" *)
  input rst;
  (* src = "uart.py:369" *)
  input rx;
  (* src = "uart.py:21" *)
  input rx_ack;
  (* init = 3'h0 *)
  (* src = "uart.py:37" *)
  reg [2:0] rx_bitno = 3'h0;
  (* init = 11'h000 *)
  (* src = "uart.py:28" *)
  reg [10:0] rx_counter = 11'h000;
  (* init = 8'h00 *)
  (* src = "uart.py:19" *)
  output [7:0] rx_data;
  reg [7:0] rx_data = 8'h00;
  (* init = 1'h0 *)
  (* src = "uart.py:22" *)
  reg rx_error = 1'h0;
  (* init = 1'h0 *)
  (* src = "uart.py:20" *)
  output rx_ready;
  reg rx_ready = 1'h0;
  (* src = "uart.py:29" *)
  wire rx_strobe;
  assign \$10  = ~ (* src = "uart.py:41" *) rx;
  assign \$12  = rx_bitno == (* src = "uart.py:51" *) 3'h7;
  assign \$14  = ~ (* src = "uart.py:55" *) rx;
  assign \$16  = ~ (* src = "uart.py:63" *) rx;
  assign \$1  = rx_counter == (* src = "uart.py:30" *) 1'h0;
  assign \$19  = rx_bitno + (* src = "uart.py:50" *) 1'h1;
  assign \$3  = rx_counter == (* src = "uart.py:32" *) 1'h0;
  assign \$6  = rx_counter - (* src = "uart.py:35" *) 1'h1;
  assign \$8  = ~ (* src = "uart.py:41" *) rx;
  always @(posedge clk)
      rx_error <= \$next\rx_error ;
  always @(posedge clk)
      rx_ready <= \$next\rx_ready ;
  always @(posedge clk)
      rx_bitno <= \$next\rx_bitno ;
  always @(posedge clk)
      rx_data <= \$next\rx_data ;
  always @(posedge clk)
      fsm_state <= \$next\fsm_state ;
  always @(posedge clk)
      rx_counter <= \$next\rx_counter ;
  always @* begin
    \$next\rx_strobe  = 1'h0;
    \$next\rx_strobe  = \$1 ;
  end
  always @* begin
    \$next\rx_counter  = rx_counter;
    casez (\$3 )
      1'h1:
          \$next\rx_counter  = 11'h681;
      1'hz:
          \$next\rx_counter  = \$5 [10:0];
    endcase
    casez (fsm_state)
      3'h0:
          casez (\$8 )
            1'h1:
                \$next\rx_counter  = 11'h341;
          endcase
    endcase
    casez (rst)
      1'h1:
          \$next\rx_counter  = 11'h000;
    endcase
  end
  always @* begin
    \$next\fsm_state  = fsm_state;
    casez (fsm_state)
      3'h0:
          casez (\$10 )
            1'h1:
                \$next\fsm_state  = 3'h1;
          endcase
      3'h1:
          casez (rx_strobe)
            1'h1:
                \$next\fsm_state  = 3'h2;
          endcase
      3'h2:
          casez (rx_strobe)
            1'h1:
                casez (\$12 )
                  1'h1:
                      \$next\fsm_state  = 3'h3;
                endcase
          endcase
      3'h3:
          casez (rx_strobe)
            1'h1:
                casez (\$14 )
                  1'h1:
                      \$next\fsm_state  = 3'h4;
                  1'hz:
                      \$next\fsm_state  = 3'h5;
                endcase
          endcase
      3'h5:
        begin
          casez (rx_ack)
            1'h1:
                \$next\fsm_state  = 3'h0;
          endcase
          casez (\$16 )
            1'h1:
                \$next\fsm_state  = 3'h4;
          endcase
        end
    endcase
    casez (rst)
      1'h1:
          \$next\fsm_state  = 3'h0;
    endcase
  end
  always @* begin
    \$next\rx_data  = rx_data;
    casez (fsm_state)
      3'h2:
          casez (rx_strobe)
            1'h1:
                \$next\rx_data  = { rx, rx_data[7:1] };
          endcase
    endcase
    casez (rst)
      1'h1:
          \$next\rx_data  = 8'h00;
    endcase
  end
  always @* begin
    \$next\rx_bitno  = rx_bitno;
    casez (fsm_state)
      3'h2:
          casez (rx_strobe)
            1'h1:
                \$next\rx_bitno  = \$18 [2:0];
          endcase
    endcase
    casez (rst)
      1'h1:
          \$next\rx_bitno  = 3'h0;
    endcase
  end
  always @* begin
    \$next\rx_ready  = rx_ready;
    casez (fsm_state)
      3'h5:
          \$next\rx_ready  = 1'h1;
    endcase
    casez (rst)
      1'h1:
          \$next\rx_ready  = 1'h0;
    endcase
  end
  always @* begin
    \$next\rx_error  = rx_error;
    casez (fsm_state)
      3'h4:
          \$next\rx_error  = 1'h1;
    endcase
    casez (rst)
      1'h1:
          \$next\rx_error  = 1'h0;
    endcase
  end
  assign \$5  = \$6 ;
  assign \$18  = \$19 ;
  assign rx_strobe = \$next\rx_strobe ;
endmodule
(* \nmigen.hierarchy  = "loopback.uart.tx" *)
(* generator = "nMigen" *)
module tx(tx_data, tx_ready, rst, clk, tx, tx_ack);
  wire \$1 ;
  wire [3:0] \$10 ;
  wire [3:0] \$11 ;
  wire \$3 ;
  wire [11:0] \$5 ;
  wire [11:0] \$6 ;
  wire \$8 ;
  (* src = "/usr/local/lib/python3.6/dist-packages/nmigen-0.1-py3.6.egg/nmigen/hdl/dsl.py:244" *)
  reg [1:0] \$next\fsm_state ;
  (* src = "uart.py:368" *)
  reg \$next\tx ;
  (* src = "uart.py:76" *)
  reg \$next\tx_ack ;
  (* src = "uart.py:91" *)
  reg [2:0] \$next\tx_bitno ;
  (* src = "uart.py:82" *)
  reg [10:0] \$next\tx_counter ;
  (* src = "uart.py:92" *)
  reg [7:0] \$next\tx_latch ;
  (* src = "uart.py:83" *)
  reg \$next\tx_strobe ;
  (* src = "/usr/local/lib/python3.6/dist-packages/nmigen-0.1-py3.6.egg/nmigen/hdl/ir.py:330" *)
  input clk;
  (* init = 2'h0 *)
  (* src = "/usr/local/lib/python3.6/dist-packages/nmigen-0.1-py3.6.egg/nmigen/hdl/dsl.py:244" *)
  reg [1:0] fsm_state = 2'h0;
  (* src = "/usr/local/lib/python3.6/dist-packages/nmigen-0.1-py3.6.egg/nmigen/hdl/ir.py:330" *)
  input rst;
  (* init = 1'h0 *)
  (* src = "uart.py:368" *)
  output tx;
  reg tx = 1'h0;
  (* init = 1'h0 *)
  (* src = "uart.py:76" *)
  output tx_ack;
  reg tx_ack = 1'h0;
  (* init = 3'h0 *)
  (* src = "uart.py:91" *)
  reg [2:0] tx_bitno = 3'h0;
  (* init = 11'h000 *)
  (* src = "uart.py:82" *)
  reg [10:0] tx_counter = 11'h000;
  (* src = "uart.py:74" *)
  input [7:0] tx_data;
  (* init = 8'h00 *)
  (* src = "uart.py:92" *)
  reg [7:0] tx_latch = 8'h00;
  (* src = "uart.py:75" *)
  input tx_ready;
  (* src = "uart.py:83" *)
  wire tx_strobe;
  assign \$11  = tx_bitno + (* src = "uart.py:123" *) 1'h1;
  assign \$1  = tx_counter == (* src = "uart.py:84" *) 1'h0;
  assign \$3  = tx_counter == (* src = "uart.py:86" *) 1'h0;
  assign \$6  = tx_counter - (* src = "uart.py:89" *) 1'h1;
  assign \$8  = tx_bitno == (* src = "uart.py:124" *) 3'h7;
  always @(posedge clk)
      fsm_state <= \$next\fsm_state ;
  always @(posedge clk)
      tx <= \$next\tx ;
  always @(posedge clk)
      tx_latch <= \$next\tx_latch ;
  always @(posedge clk)
      tx_ack <= \$next\tx_ack ;
  always @(posedge clk)
      tx_counter <= \$next\tx_counter ;
  always @(posedge clk)
      tx_bitno <= \$next\tx_bitno ;
  always @* begin
    \$next\tx_strobe  = 1'h0;
    \$next\tx_strobe  = \$1 ;
  end
  always @* begin
    \$next\tx_counter  = tx_counter;
    casez (\$3 )
      1'h1:
          \$next\tx_counter  = 11'h681;
      1'hz:
          \$next\tx_counter  = \$5 [10:0];
    endcase
    casez (fsm_state)
      2'h0:
          casez (tx_ready)
            1'h1:
                \$next\tx_counter  = 11'h681;
          endcase
    endcase
    casez (rst)
      1'h1:
          \$next\tx_counter  = 11'h000;
    endcase
  end
  always @* begin
    \$next\tx_ack  = tx_ack;
    casez (fsm_state)
      2'h0:
          \$next\tx_ack  = 1'h1;
    endcase
    casez (rst)
      1'h1:
          \$next\tx_ack  = 1'h0;
    endcase
  end
  always @* begin
    \$next\tx_latch  = tx_latch;
    casez (fsm_state)
      2'h0:
          casez (tx_ready)
            1'h1:
                \$next\tx_latch  = tx_data;
          endcase
      2'h2:
          casez (tx_strobe)
            1'h1:
                \$next\tx_latch  = { 1'h0, tx_latch[7:1] };
          endcase
    endcase
    casez (rst)
      1'h1:
          \$next\tx_latch  = 8'h00;
    endcase
  end
  always @* begin
    \$next\tx  = tx;
    casez (fsm_state)
      2'h1:
          casez (tx_strobe)
            1'h1:
                \$next\tx  = 1'h0;
          endcase
      2'h2:
          casez (tx_strobe)
            1'h1:
                \$next\tx  = tx_latch[0];
          endcase
      2'h3:
          casez (tx_strobe)
            1'h1:
                \$next\tx  = 1'h1;
          endcase
    endcase
    casez (rst)
      1'h1:
          \$next\tx  = 1'h0;
    endcase
  end
  always @* begin
    \$next\fsm_state  = fsm_state;
    casez (fsm_state)
      2'h1:
          casez (tx_strobe)
            1'h1:
                \$next\fsm_state  = 2'h2;
          endcase
      2'h2:
          casez (tx_strobe)
            1'h1:
                casez (\$8 )
                  1'h1:
                      \$next\fsm_state  = 2'h3;
                endcase
          endcase
      2'h3:
          casez (tx_strobe)
            1'h1:
                \$next\fsm_state  = 2'h0;
          endcase
    endcase
    casez (rst)
      1'h1:
          \$next\fsm_state  = 2'h0;
    endcase
  end
  always @* begin
    \$next\tx_bitno  = tx_bitno;
    casez (fsm_state)
      2'h2:
          casez (tx_strobe)
            1'h1:
                \$next\tx_bitno  = \$10 [2:0];
          endcase
    endcase
    casez (rst)
      1'h1:
          \$next\tx_bitno  = 3'h0;
    endcase
  end
  assign \$5  = \$6 ;
  assign \$10  = \$11 ;
  assign tx_strobe = \$next\tx_strobe ;
endmodule
(* \nmigen.hierarchy  = "loopback.uart" *)
(* generator = "nMigen" *)
module uart(tx_ack, rx_ack, tx_data, tx_ready, rx_data, rst, clk, tx, rx, rx_ready);
  (* src = "/usr/local/lib/python3.6/dist-packages/nmigen-0.1-py3.6.egg/nmigen/hdl/ir.py:330" *)
  input clk;
  (* src = "/usr/local/lib/python3.6/dist-packages/nmigen-0.1-py3.6.egg/nmigen/hdl/ir.py:330" *)
  input rst;
  (* src = "uart.py:369" *)
  input rx;
  (* src = "uart.py:21" *)
  input rx_ack;
  (* src = "uart.py:19" *)
  output [7:0] rx_data;
  (* src = "uart.py:20" *)
  output rx_ready;
  (* src = "uart.py:368" *)
  output tx;
  (* src = "uart.py:76" *)
  output tx_ack;
  (* src = "uart.py:74" *)
  input [7:0] tx_data;
  (* src = "uart.py:75" *)
  input tx_ready;
  rx \rx$2  (
    .clk(clk),
    .rst(rst),
    .rx(rx),
    .rx_ack(rx_ack),
    .rx_data(rx_data),
    .rx_ready(rx_ready)
  );
  tx \tx$1  (
    .clk(clk),
    .rst(rst),
    .tx(tx),
    .tx_ack(tx_ack),
    .tx_data(tx_data),
    .tx_ready(tx_ready)
  );
endmodule
--- /design/flow/run.sh ---
#!/bin/bash
# OpenROAD 26Q1-2900-gdf79404cd8, Yosys 0.63+post, stock flow scripts
make -C /OpenROAD-flow-scripts/flow DESIGN_CONFIG=/design/flow/config.mk WORK_HOME=/design/flow/orfs finish
--- /design/flow/config.mk ---
export PLATFORM = sky130hd
export DESIGN_NAME = loopback
export DESIGN_NICKNAME = loopback
export VERILOG_FILES = /design/flow/design.v
export SDC_FILE = /design/flow/constraint.sdc
export NUM_CORES = 4
export LEC_CHECK = 1
export CORE_UTILIZATION = 30
--- /design/flow/constraint.sdc ---
current_design loopback

set clk_period 5.9
set clk_io_pct 0.2

create_clock -name clk0 -period $clk_period [get_ports {clk}]

set non_clock_inputs [all_inputs -no_clocks]
set_input_delay [expr $clk_period * $clk_io_pct] -clock clk0 $non_clock_inputs
set_output_delay [expr $clk_period * $clk_io_pct] -clock clk0 [all_outputs]
==> deck_impl_summary.md <==
Synthesis and Place & Route Summary

Route
  • DR WL/cell: 11.2 um
  • Wire length on met1: 2430 um
  • Met3 routed WL: 166 um
  • Vias per cell: 4.85
  • Met2 routed WL: 1920 um
  • DRC violations left: 0
  • ANT nets after route: 0
  • First drt pass iteration count: 4
  • DR vias: 1997
  • Ant. Diodes: 0
  • Detailed Route Iter0 Violations: 114
  • Drt total wl: 4610 um
  • Highest routed layer: met4

Timing
  • Max_slew headroom: 0.474
  • Slew of the pin with the lowest slew margin: 0.782 ns
  • Skew final: 0.00764 ns
  • Min Clock Period, post-route: 2.49 ns
  • Hold WS: 0.452 ns
  • Final hold violations: 0
  • Max-slew violations: 0
  • Setup TNS: 0 ns
  • F_max: 401 MHz
  • Unrepaired setup endpoints after global routing: no
  • Final Setup Violations: 0
  • Fin crit share: 0.423

Cells and area
  • # fillers: 893
  • MI comb area: 1340 um^2
  • Fin util: 0.349
  • Final Non-Filler Cells: 412
  • Most frequent logic cell in the layout: dfxtp_1
  • Layout cells sized above 1: 0.0954
  • Area Growth Syn to Fin: 12.6%
  • Top Layout Cells: 61 x dfxtp_1, 36 x nor2_1, 26 x nand2_1
  • Flip-flop and latch area: 1220 um^2

Clock tree
  • Cts bufs inserted: 9
  • CTS tree: built
  • Clock sink total: 61
  • Htree depth: 3
  • Clk ins delay skew pair: 0.33 ns
  • CTS clock-pin slew for the worst setup and hold paths: 0.07 ns
  • Post-CTS resize count: 0
  • Hold_buf cts: 0
  • Clk root buf: clkbuf_8
  • Setup Fix Bufs, Post-CTS: 0
  • Clock buffer depth: 2

Synth
  • Distinct cell type count after synthesis: 48
  • Top logic family: simple AND/OR/NAND/NOR gates
  • Basic Gates by Area: 0.223
  • Synthesized netlist cell count: 299
  • Multiplexer share: 0.0447
  • Ys cells: 299
  • Adder-Cell Fraction of Synth Area: 0.0372
  • Number of synthesis warnings: 3
  • Dominant cell type by area after synthesis: dfxtp_1
  • Mapped Area: 2690 um^2
  • Top-area cell share: 0.454
  • Register share after synthesis: 0.454
  • FF+latch count, synth: 61
  • Cell area leaders: dfxtp_1 45%, nor2_1 5.0%, mux2i_1 4.5%, ha_1 3.7%, nand2_1 3.6%
  • Post-synth EDFFs: 0
  • FFs w/ async S/R, synth: 0
  • Post-Synth AOI/OAI Area: 0.135
  • Primary FF master, synth: dfxtp_1
  • Yosys synthesis chip area: 2690 um^2
  • Syn avg cell area: 8.99 um^2
  • XOR/XNOR Fraction of Synth Area: 0.0582

Setup path
  • Crit Path Max Fanout: 6
  • Critical path's slowest cell: nor4_1
  • CP Cell Sequence: clkdlybuf4s50_1, nor4_1, o31ai_1, nor3b_1
  • Slowest stage delay, CP: 0.69 ns
  • Arrival time worst endpoint: 2.75 ns
  • CP endpoint kind: register
  • CP Class: in2reg
  • Startpoint Class: input port
  • Data required, critical path: 6.15 ns
  • Reg2Reg Depth: 4

Die
  • Core area: 8680 um^2
  • Row Count: 34
  • I/O pin count: 4
  • DIE WIDTH: 96.7 um
  • Die Ht: 96.7 um
  • Initial Util: 0.310
  • Chip Area: 9350 um^2

Placed design
  • Dpl cells: 396
  • I/O Buffers: 3
  • Global placement routability congestion: 0.786
  • DP Wirelength: 2990 um

Power and ir drop
  • Final total power: 1.33 mW
  • Max IR drop VDD: 0.182 mV
  • Leak Pwr: 1.19 nW
  • Power Dens Cells: 438 nW/um^2

Outcome
  • Status: completed

Worst hold path
  • Hold Crit Depth: 2
  • Worst hold path class: reg2reg

Run
  • Max-cap check violation count: 0
  • Log Warnings: 27

Global route
  • Largest net degree at the start of global routing: 46
  • Gr ovfl total: 0
  • Vias in the first global route: 1831
  • Initial antenna violation count: 0
  • Total track usage: 0.106
  • First-pass GRT wire length: 8370 um
worst paths after layout:
| check | startpoint | endpoint | slack (ns) |
|---|---|---|---|
| worst max-delay path | rx | uart.rx$2.rx_counter[8]$_SDFF_PP0_ | 3.41 |
| worst min-delay path | data[6]$_SDFFE_PP0P_ | data[6]$_SDFFE_PP0P_ | 0.45 |
| worst min register to register | data[6]$_SDFFE_PP0P_ | data[6]$_SDFFE_PP0P_ | 0.45 |
| worst max register to register | uart.tx$1.tx_counter[7]$_SDFF_PP0_ | uart.tx$1.tx_latch[0]$_SDFFE_PP0P_ | 3.57 |
report_power, final:
part	internal, mW	leakage, nW	switching, mW
clock	0.261	0.110	0.157
sequential	0.477	0.497	0.0653
combinational	0.162	0.584	0.205
per-layer routing:
layer  up-vias  track usage
li1       1054            -
met3         8       0.0250
met4         0       0.0195
met5         -            0
met1       909        0.160
met2        26        0.160
worst max-delay path, delay by kind of cell:
family	cells	cell delay [ns]
buf+inv	1	0.49
simple gates	2	0.88
compound gates	1	0.19
state kept, by name, summed over array words and instances, names as in the netlist, 2 cells and up:
signal	count
data	8
uart.rx$2.rx_counter	11
uart.rx$2.fsm_state	3
uart.tx$1.fsm_state	2
uart.tx$1.tx_bitno	3
uart.rx$2.rx_bitno	3
uart.tx$1.tx_counter	11
uart.rx$2.rx_data	8
uart.tx$1.tx_latch	8
through the flow:
stage | area [um^2] | setup slack (ns)
after floorplan | 2690 | 3.78
after global placement | 2800 | 3.11
after global routing | 3030 | 3.22
final | 3030 | 3.41
after detailed placement | 2800 | 3.09
after CTS | 3030 | 3.45
layout make-up:
class | count | share of cell area
multi-input cells | 207 | 0.443
flip-flops and latches | 61 | 0.403
clock buffers | 13 | 0.0525
well taps | 108 | 0.0446
clock inverters | 3 | 0.0223
repair buffers | 6 | 0.0174
inverters | 14 | 0.0174
cell usage after synthesis (all sizes together) (3+ instances only):
library cell and instances:
nand2 26, a31oi 3, a211oi 5, nor4 5, a221oi 7, nand4 4, o31ai 3, mux2i 12
xnor2 7, nor2b 9, or3 4, a21oi 18, nor2 37, nand3 6, clkbuf 13, dfxtp 61
inv 14, or4 3, xor2 10, o21ai 4, buf 4, a311oi 7, nor3 11, ha 8
cell families after synthesis:
family	count (synthesis)
adder cells (fa/ha/maj)	8
flip-flops	61
multiplexers	12
buffers and inverters	31
AND-OR/OR-AND	53
AND/OR/NAND/NOR	117
XOR/XNOR	17
No activity file was given, so power comes from the tool's default toggle rates.
